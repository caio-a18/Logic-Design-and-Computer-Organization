$ cat config.mk
export PLATFORM = sky130hd
export DESIGN_NAME = tbird_fsm
export DESIGN_NICKNAME = tbird_fsm
export VERILOG_FILES = /design/flow/design.v
export SDC_FILE = /design/flow/constraint.sdc
export NUM_CORES = 4
export LEC_CHECK = 1
export CORE_AREA = 10 10 70 70
export DIE_AREA = 0 0 80 80
$ cat constraint.sdc
current_design tbird_fsm

set clk_period 1.3
set clk_io_pct 0.2

create_clock -name clk0 -period $clk_period [get_ports {clk}]

set non_clock_inputs [all_inputs -no_clocks]
set_input_delay [expr $clk_period * $clk_io_pct] -clock clk0 $non_clock_inputs
set_output_delay [expr $clk_period * $clk_io_pct] -clock clk0 [all_outputs]
$ cat design.v
typedef enum logic [2:0] {
    IDLE = 3'b000,
    L1   = 3'b001,
    L2   = 3'b011,
    L3   = 3'b010,
    R1   = 3'b101,
    R2   = 3'b111,
    R3   = 3'b110,
    LR3  = 3'b100
} t_tbird_lights_state;
module tbird_fsm (
    input  logic       clk,
    input  logic       rst_b,
    input  logic       left,
    input  logic       right,
    input  logic       haz,
    output logic [2:0] l_lights,
    output logic [2:0] r_lights
);
    t_tbird_lights_state state;
    always_ff @(posedge clk or negedge rst_b) begin
        if (~rst_b)
            state <= IDLE;
        else
        case (state)
            IDLE: begin
                if ( (left & right) | haz)
                    state <= LR3;
                else if (left)
                    state <= L1;
                else if (right)
                    state <= R1;
                else
                    state <= IDLE;
            end
            L1:  state <= haz ? LR3 : L2;
            L2:  state <= haz ? LR3 : L3;
            L3:  state <= IDLE;
            R1:  state <= haz ? LR3 : R2;
            R2:  state <= haz ? LR3: R3;
            R3:  state <= IDLE;  
            LR3: state <= IDLE;
        endcase
    end
    always_comb begin
        case (state)
            IDLE: begin
                l_lights = 3'b000;
                r_lights = 3'b000;
            end
            L1: begin
                l_lights = 3'b001;
                r_lights = 3'b000;
            end
            L2: begin
                l_lights = 3'b011;
                r_lights = 3'b000;
            end
            L3: begin
                l_lights = 3'b111;
                r_lights = 3'b000;
            end
            R1: begin
                l_lights = 3'b000;
                r_lights = 3'b001;
            end
            R2: begin
                l_lights = 3'b000;
                r_lights = 3'b011;
            end
            R3: begin
                l_lights = 3'b000;
                r_lights = 3'b111;
            end
            LR3: begin
                l_lights = 3'b111;
                r_lights = 3'b111;
            end
        endcase
    end
endmodule
$ cat run.sh
#!/bin/bash
# OpenROAD 26Q1-2900-gdf79404cd8, Yosys 0.63+post, stock flow scripts
make -C /OpenROAD-flow-scripts/flow DESIGN_CONFIG=/design/flow/config.mk WORK_HOME=/design/flow/orfs finish
==> impl_metrics.json <==
{
  "rr_worst_depth": 5,
  "power.density_nw_per_um2": 1900,
  "diodes": 0,
  "fmax_ghz": 0.700,
  "rrSetupSlack_ns": 0.16,
  "grt_first_pass_wirelength_um": 959,
  "floorplan.core_util_pct": 6.45,
  "clockBufferDepth": 2,
  "grt_antenna_before_repair": 0,
  "drc_errors": 0,
  "rsz0062_at_grt": "yes",
  "ys_chip_area_um2": 220,
  "mux_share_pct": 0,
  "ios": 11,
  "grt_overflow": 0,
  "htree_num_levels": 1,
  "avgSynthCellArea_um2": 9.18,
  "worst_setup_path_end_kind": "output pin",
  "die_h_um": 80,
  "ys.flop_type": "dfrtp_1",
  "cellLeakagePower_nw": 0.205,
  "power_w": 0.000882,
  "grt_pass1_vias": 225,
  "vias": 230,
  "crit_type": "flip-flop to output pin",
  "failed_checks": "setup timing",
  "row_count": 21,
  "critPathCapture": "l_lights[0]",
  "largest_register_ffs": 3,
  "antenna_left": 0,
  "ys_sh_xor_pct": 11.9,
  "clk_pin_slew_worst_paths_ns": 0.04,
  "skew_ns": 0.00168,
  "gp_congestion": 0.639,
  "yosysUniqueCellTypes": 15,
  "power.share.sequential_pct": 16.0,
  "crit_required_ns": 1.04,
  "r2r-start": "state[1]$_DFF_PN0_",
  "tool_warnings": 27,
  "grt_usage_pct": 2.02,
  "clkPwrFrac_pct": 18.2,
  "syn2layout_area_growth_pct": 111,
  "top_regs": "state: 3 flops",
  "setup_viol": 3,
  "ys_cells": 24,
  "fin_crit_sh_pct": 110,
  "ys_async_sr_fraction_pct": 100,
  "ys_seq_share_pct": 34.1,
  "crit_path_start_kind": "flip-flop",
  "syn_area_um2": 220,
  "drive_gt1_share_pct": 48.9,
  "cp_data_arrival_time_ns": 1.17,
  "p_switching_w": 0.000267,
  "drtPass1Iterations": 3,
  "dr.first_iter.drc_count": 7,
  "place_inst": 80,
  "synthAdderAreaFrac_pct": 0,
  "regMostFlops": "state",
  "period_minus_slack_ns": 1.43,
  "die_area_um2": 6400,
  "hold_viol_final": 0,
  "ys_sh_simple_pct": 23.3,
  "cts_root_buf": "clkbuf_4",
  "slew_viol_final": 0,
  "slew_headroom_pct": 88.9,
  "place_ws_ns": -0.234,
  "ys_seq_elements": 3,
  "path_max_fanout": 3,
  "p_int_w": 0.000615,
  "drv_cap": 0,
  "routedWlPerCell_um": 7.92,
  "logic_family": "simple AND/OR/NAND/NOR gates",
  "cts_sinks": 3,
  "clk_latency_ns": 0.23,
  "synth_cells": 24,
  "die_x_um": 80,
  "port_buffers": 10,
  "switching_share_pct": 30.2,
  "synth-edff-count": 0,
  "cts_tree": "built",
  "cts_buffers": 3,
  "ir_drop_uv": 344,
  "tightest_slew_ns": 0.165,
  "vias_per_cell": 2.53,
  "core_area_um2": 3420,
  "status": "finished, violations left",
  "yosysWarnings": 1,
  "holdCritPathClass": "primary input to asynchronous set/reset pin",
  "final_cells": 91,
  "critPathLaunch": "state[0]$_DFF_PN0_",
  "compound_area_share_pct": 15.3,
  "nFillCells": 391,
  "grt_start_max_net_pins": 8,
  "regToRegEndpoint": "state[0]$_DFF_PN0_",
  "setup_slack_ns": -0.129,
  "p_comb_share_pct": 65.8,
  "drt_wl_total_um": 721
}
[timing repair]
item / in CTS / in global routing
resized: 24 / 2
hold buffers: 0 / 0
pin swaps: 2 / 2
endpoints found under the setup margin: 6 / 4
setup buffers: 5 / 2
[final cells by class]
type                            instances  area [um2]  area share, %
Inverter                                1        3.75          0.809
Timing Repair Buffer                   20         171           36.9
Multi-Input combinational cell         17         130           28.0
Sequential cell                         3        75.1           16.2
Clock buffer                            4        26.3           5.66
Tap cell                               46        57.6           12.4
[power groups by stage]
stage	logic [W]	clock network, W	registers, W
after global routing	0.000645	0.000170	0.000144
after CTS	0.000552	0.000171	0.000142
final	0.000580	0.000160	0.000141
[worst min-delay path by stage]
stage,slack (ns),endpoint,from
4_1_cts,0.21,state[2]$_DFF_PN0_,rst_b
5_1_grt,0.23,state[2]$_DFF_PN0_,rst_b
6_report,0.22,state[2]$_DFF_PN0_,rst_b
[cells in the final DEF, fill, tap and decap left out]
master	Yosys	final
nor2_1	5	4
nor2_4	0	1
a22o_1	1	1
nor2b_1	2	2
nor3_1	1	1
clkbuf_1	0	1
a2bb2oi_1	1	1
clkbuf_2	0	1
dfrtp_1	3	3
buf_2	0	4
o21ai_2	1	1
buf_4	1	4
dlygate4sd2_1	0	1
clkbuf_4	0	3
clkdlybuf4s50_1	0	4
xnor2_2	0	1
buf_6	2	6
or3b_1	1	1
xor2_1	1	1
a21boi_2	0	1
nand2b_1	1	1
xnor2_1	2	1
inv_1	1	1
[cell families after synthesis]
kind of cell	after synthesis
AND-OR/OR-AND	4
AND/OR/NAND/NOR	10
flip-flops	3
XOR/XNOR	3
buffers and inverters	4
[synth_stat cells (2+ instances only)]
master | n | area, um2
nor2_1 | 5 | 18.8
dfrtp_1 | 3 | 75.1
buf_6 | 2 | 22.5
nor2b_1 | 2 | 12.5
xnor2_1 | 2 | 17.5
[layer usage]
layer	vias to the layer above	wire, um	global-route usage [%]
met5	-	0	0
met4	0	0	0.528
met3	0	143	2.50
met2	11	242	2.01
met1	100	336	2.47
li1	119	-	-
[metrics by stage]
| step | TNS [ns] | area [um2] | util (%) | hold WS (ns) |
|---|---|---|---|---|
| after detailed placement | -0.742 | 370 | 10.8 | 0.457 |
| after global routing | -0.564 | 464 | 13.6 | 0.228 |
| final | -0.345 | 464 | 13.6 | 0.219 |
| after CTS | -0.361 | 450 | 13.2 | 0.209 |
| after floorplan | 0 | 220 | - | -0.0356 |
| after global placement | -0.712 | 370 | 10.8 | 0.458 |
[critical path, cell delays in order, from the launching register on]
cell and delay (ns):
dfrtp_1 0.37, buf_6 0.12, buf_6 0.11, nor2_4 0.09, xnor2_1 0.12, buf_2 0.12
