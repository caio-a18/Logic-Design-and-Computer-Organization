==> design/flow/design.v <==
module cla_adder #(
    parameter N = 8
) ( 
    input logic [N-1:0] a,b,
    input logic c_in,
    output logic [N-1:0] s,
    output logic c_out
);
    logic [N-1:0] p, g;
    logic [N:0]   c;
    assign p = a ^ b;
    assign g = a & b;
    for (genvar i = 0; i <= N; i++) begin
        if (i == 0)
            assign c[i] = c_in;
        else
            assign c[i] = g[i-1] | (p[i-1] & c[i-1]);
    end
    assign s = p ^ c;
    assign c_out = c[N];
endmodule
==> design/flow/run.sh <==
#!/bin/bash
# OpenROAD 26Q1-2900-gdf79404cd8, Yosys 0.63+post, stock flow scripts
make -C /OpenROAD-flow-scripts/flow DESIGN_CONFIG=/design/flow/config.mk WORK_HOME=/design/flow/orfs finish
==> design/flow/config.mk <==
export PLATFORM = sky130hd
export DESIGN_NAME = cla_adder
export DESIGN_NICKNAME = cla_adder
export VERILOG_FILES = /design/flow/design.v
export SDC_FILE = /design/flow/constraint.sdc
export NUM_CORES = 4
export LEC_CHECK = 1
export CORE_AREA = 10 10 70 70
export DIE_AREA = 0 0 80 80
==> design/flow/constraint.sdc <==
current_design cla_adder

set clk_period 10.2
set clk_io_pct 0.2

create_clock -name clk0 -period $clk_period

set non_clock_inputs [all_inputs -no_clocks]
set_input_delay [expr $clk_period * $clk_io_pct] -clock clk0 $non_clock_inputs
set_output_delay [expr $clk_period * $clk_io_pct] -clock clk0 [all_outputs]
==> changes_impl.md <==
### Implementation results

* CP max stage cell: clkdlybuf4s50_1
* Die Width at 80 um
* Final setup violation count at 0
* Die height at 80 um
* Initial antenna violation count at 0
* Area Growth Syn to Fin at 161%
* DRT Wirelength at 735 um
* Yosys cell count at 18
* Max-slew violations at 0
* Critical path peak fanout at 1
* Residual DRC count at 0
* Ports at 26
* CP peak stage delay at 460 ps
* Chip Area at 0.00640 mm^2
* Max-Cap Viols at 0
* Largest net degree at the start of global routing at 2
* Worst min path class: input port to primary output
* Register cell area after layout at 0 um^2
* Arrival @ worst endpoint at 6010 ps
* Setup Crit Path Kind: input port to primary output
* Routed WL per cell at 8.17 um
* Gpl congestion at 0.825
* Final hold slack at 5130 ps
* Clock buffers at 0
* DR vias at 203
* HPWL after DPL at 735 um
* Worst setup path start: a[0]
* Post-CTS setup buffers at 0
* Post-synthesis sequential area ratio at 0
* WP data required at 8160 ps
* RSZ-0062 raised after global routing: no
* Tool warnings at 32
* Hold endpoint: s[0]
* Post-Synthesis Cells at 18
* Fin. Hold Viols at 0
* Core Area at 0.00342 mm^2
* Total track usage at 0.0231
* Least-Margin Pin Slew at 97.5 ps
* Min-delay src: c_in
* LEAKAGE at 0.000213 uW
* Remaining Overflow, GRT at 0
* Fin util at 0.151
* Antenna cells at 0
* Pre-Place Util at 0.0579
* Final ANT Viol Nets at 0
* Final WS setup at 2150 ps
* Fmax at 0.124 GHz
* CTS resizes at 0
* Critical Path End Type: primary output
* Layout cell share with drive strength beyond 1 at 0
* Cycle use final at 0.789
* Flip-flops at 0
* First-pass GRT wire length at 1.19 mm
* Vias in the first global route at 237
* DRT iter0 DRCs at 0
* Vias per inst at 2.26
* Critical-path cell list: clkdlybuf4s50_1 > inv_1 > fa_1 > inv_1 > fa_1 > fa_1 > fa_1 > fa_1 > fa_1 > fa_1 > inv_1 > fa_1 > inv_1 > clkdlybuf4s50_1
* Yosys warnings at 0
* Quantity of hold-fixing buffers added after cts at 0
* Status: finished, final reports clean
* Worst vdd ir at 0.0000188 V
* Crit path top cell by count: fa_1
* Port bufs at 26
* Row cnt at 21
* Synth Area per Inst at 11.0 um^2
* Worst Hold Depth at 5
* Number of iterations in the first detailed-routing pass at 1
* Cell Type Count at 2
* CP Launch Type: input port
* Synthesized area at 198 um^2
* DP Worst Slack at 2120 ps
* Crit path time final at 8050 ps
* Worst slew margin at 0.935
* Power Total at 26.5 uW
* Chip area line of the yosys report at 198 um^2
* Setup tns final at 0 ps
* Power Density at 51.4 mW/mm^2
[metrics by stage]
stage / area, um^2 / instances
after detailed placement: 515 / 90
after global placement: 515 / 90
after floorplan: 198 / 18
final: 515 / 90
after CTS: 515 / 90
after global routing: 515 / 90
[cell usage in the layout (no fill, tap or decap)]
cell type / Yosys / final
fa_1: 8 / 8
inv_1: 10 / 10
clkdlybuf4s50_1: 0 / 26
[how the worst max path moves through the flow]
stage           to  slack, ps
CTS           s[7]       2110
finish        s[7]       2150
global route  s[7]       1900
[synthesized netlist by cell type]
master  number  area [um^2]
inv_1       10         37.5
fa_1         8          160
[power by group]
part           internal, uW  switching (uW)
clock network             0               0
logic                  19.4            7.10
registers                 0               0
total                  19.4            7.10
[worst max-delay path: cells and delay by family]
kind	cells	cell delay (ps)
fa+ha+maj	8	2840
buf+inv	6	1110
[cell type report]
type / count / area [um^2]
fillers: 392 / 2900
inverters: 10 / 37.5
multi-input cells: 8 / 160
well taps: 46 / 57.6
repair buffers: 26 / 260
[layer usage]
metal,vias to the layer above,part of all wire,GRT usage
li1,96,-,-
met1,82,0.48,0.0333
met2,25,0.23,0.0257
met3,0,0.29,0.0205
met4,0,0,0
met5,-,0,0
[cell families after synthesis]
group | count (synthesis) | share of synthesized area
fa+ha+maj | 8 | 0.810
buf+inv | 10 | 0.190
Power figures rest on the tool's default switching activity, not on a simulated workload.
