$ cat design/flow/config.mk
export PLATFORM = sky130hd
export DESIGN_NAME = up_down_counter
export DESIGN_NICKNAME = up_down_counter
export VERILOG_FILES = /design/flow/design.v
export SDC_FILE = /design/flow/constraint.sdc
export NUM_CORES = 4
export LEC_CHECK = 1
export CORE_AREA = 10 10 70 70
export DIE_AREA = 0 0 80 80
$ cat design/flow/constraint.sdc
current_design up_down_counter

set clk_period 1.8
set clk_io_pct 0.2

create_clock -name clk0 -period $clk_period [get_ports {clk}]

set non_clock_inputs [all_inputs -no_clocks]
set_input_delay [expr $clk_period * $clk_io_pct] -clock clk0 $non_clock_inputs
set_output_delay [expr $clk_period * $clk_io_pct] -clock clk0 [all_outputs]
$ cat design/flow/design.v
module up_down_counter #(
    parameter N = 4
) (
    input  logic         clk,
    input  logic         en_b,
    input  logic         load_b,
    input  logic         up,
    input  logic [N-1:0] load_in,
    output logic [N-1:0] q,
    output logic         rco_b    
);
    always_ff @(posedge clk) begin
        if (~en_b) begin
            if (load_b) begin
                q <= up ? q + 1 : q - 1;            
            end
            else begin
                q <= load_in;
            end
        end
    end
    assign rco_b = ((q == (2**N - 1) && up) || (q == 0 && ~up)) ? 1 : 0;
endmodule
$ cat design/flow/run.sh
#!/bin/bash
# OpenROAD 26Q1-2900-gdf79404cd8, Yosys 0.63+post, stock flow scripts
make -C /OpenROAD-flow-scripts/flow DESIGN_CONFIG=/design/flow/config.mk WORK_HOME=/design/flow/orfs finish
==> node_exporter_impl.prom <==
# HELP chip_impl_metric Flow report values
# TYPE chip_impl_metric gauge
chip_impl_info{name="outcome",value="finished clean"} 1
chip_impl_metric{name="r2r_slack",unit="ns"} 0.26
chip_impl_metric{name="hold_path_depth",unit=""} 2
chip_impl_metric{name="routed_vias_inst",unit=""} 2.989
chip_impl_metric{name="path_clk_slew",unit="ns"} 0.04
chip_impl_metric{name="clock_insertion_delay_worst_skew",unit="ns"} 0.24
chip_impl_metric{name="num_io_pins",unit=""} 13
chip_impl_metric{name="detail_route.drc_violations",unit=""} 0
chip_impl_info{name="crit_slowest_cell",value="sky130_fd_sc_hd__or4_1"} 1
chip_impl_info{name="regToRegEndpoint",value="q[3]"} 1
chip_impl_metric{name="dr_total_vias",unit=""} 275
chip_impl_metric{name="max_freq",unit="MHz"} 580.5
chip_impl_info{name="cells_along_the_critical_path",value="or4_1 -> o21ai_1 -> buf_2"} 1
chip_impl_metric{name="setup_viol",unit=""} 0
chip_impl_info{name="most_frequent_logic_cell_in_the_layout",value="sky130_fd_sc_hd__clkdlybuf4s50_1"} 1
chip_impl_metric{name="post-route-min-period",unit="ns"} 1.723
chip_impl_info{name="setup.worst_path.end_class",value="output pin"} 1
chip_impl_metric{name="comb_area",unit="µm²"} 167.7
chip_impl_info{name="max_flop_register",value="q"} 1
chip_impl_metric{name="cts_repair_resize_count",unit=""} 8
chip_impl_metric{name="first_global_vias",unit=""} 309
chip_impl_metric{name="post_cts.repair.setup_buffers",unit=""} 0
chip_impl_metric{name="leakagePower",unit="nW"} 0.2033
chip_impl_metric{name="reg2reg_depth",unit=""} 5
chip_impl_metric{name="grt_use_total",unit=""} 0.02908
chip_impl_metric{name="timing_hold_violations_final",unit=""} 0
chip_impl_info{name="cts_tree",value="done"} 1
chip_impl_metric{name="worst_max_slew_pin_slew",unit="ns"} 0.2099
chip_impl_info{name="critPathLaunchType",value="flip-flop"} 1
chip_impl_metric{name="antenna_diode_count",unit=""} 0
chip_impl_metric{name="globalplace.congestion",unit=""} 0.7993
chip_impl_metric{name="power_switching_share",unit=""} 0.2456
chip_impl_metric{name="grt_pass1_wl",unit="µm"} 1366
chip_impl_info{name="rr_startpoint",value="q[1]"} 1
chip_impl_metric{name="period_utilization_post_route",unit=""} 0.9570
chip_impl_metric{name="share_comb_of_total_power",unit=""} 0.327
chip_impl_metric{name="timing.clock.skew",unit="ns"} 0.001980
chip_impl_metric{name="yosys_cells",unit=""} 26
chip_impl_metric{name="fillers",unit=""} 388
chip_impl_metric{name="antenna_found_initial",unit=""} 0
chip_impl_metric{name="power_per_cell_area",unit="nW/µm²"} 652.6
chip_impl_info{name="largest_area_cell",value="sky130_fd_sc_hd__edfxtp_1"} 1
chip_impl_metric{name="overflow",unit=""} 0
chip_impl_metric{name="detailedRoute.firstPassIterationCount",unit=""} 2
chip_impl_metric{name="register_area",unit="µm²"} 120.1
chip_impl_metric{name="max_cap_violations",unit=""} 0
chip_impl_metric{name="final_layout_worst_hold_slack",unit="ns"} 0.6961
chip_impl_info{name="hold_path_class",value="reg -> reg"} 1
chip_impl_metric{name="design.die.area",unit="µm²"} 6400
chip_impl_metric{name="io_buffers",unit=""} 12
chip_impl_metric{name="floorplan.core_area",unit="µm²"} 3416
chip_impl_metric{name="vdd_drop_max",unit="µV"} 294.4
chip_impl_metric{name="power.switching",unit="mW"} 0.08565
chip_impl_metric{name="dieHeight",unit="µm"} 80
chip_impl_metric{name="critPathMaxFanout",unit=""} 2
chip_impl_metric{name="die.size.x",unit="µm"} 80
chip_impl_metric{name="wl_per_cell",unit="µm"} 9.348
chip_impl_metric{name="cts_max_path_buffers",unit=""} 2
chip_impl_metric{name="flip_flop_count_of_the_largest_register_after_layout",unit=""} 4
chip_impl_metric{name="detail-route-antenna-nets",unit=""} 0
chip_impl_metric{name="cts_buffers",unit=""} 3
chip_impl_metric{name="drv_slew",unit=""} 0
chip_impl_info{name="cpLargestDelayFamily",value="simple AND/OR/NAND/NOR gates"} 1
chip_impl_metric{name="syn-cell-area",unit="µm²"} 282.8
chip_impl_metric{name="crit_path_max_incr_delay",unit="ns"} 0.52
chip_impl_metric{name="layout_cell_share_with_drive_strength_beyond_1",unit=""} 0.3043
chip_impl_metric{name="synth_area_per_cell",unit="µm²"} 10.88
chip_impl_metric{name="cp.required",unit="ns"} 1.44
chip_impl_metric{name="portion_of_total_power_attributed_to_sequential_cells",unit=""} 0.352
chip_impl_info{name="post_synth_area_hogs",value="sky130_fd_sc_hd__edfxtp_1 (42%), sky130_fd_sc_hd__ha_1 (8.8%), sky130_fd_sc_hd__fa_1 (7.1%)"} 1
chip_impl_metric{name="synth_largest_type_area_fraction",unit=""} 0.4248
chip_impl_info{name="mostFrequentLayoutCells",value="sky130_fd_sc_hd__clkdlybuf4s50_1 (10), sky130_fd_sc_hd__buf_4 (4), sky130_fd_sc_hd__edfxtp_1 (4)"} 1
chip_impl_info{name="rsz0062_at_grt",value="no"} 1
chip_impl_info{name="critPathKind",value="reg -> out"} 1
chip_impl_metric{name="htreeDepth",unit=""} 1
chip_impl_metric{name="synth.distinct_cells",unit=""} 16
chip_impl_info{name="hold_path_startpoint",value="q[0]"} 1
chip_impl_metric{name="floorplanUtilization",unit=""} 0.08278
chip_impl_info{name="worst_hold_path.endpoint",value="q[0]"} 1
chip_impl_metric{name="cts.hold.buffers_added",unit=""} 0
chip_impl_metric{name="total_tool_warning_count",unit=""} 25
chip_impl_metric{name="grt_start_max_net_pins",unit=""} 6
chip_impl_metric{name="worstPathBufferInverterCount",unit=""} 1
chip_impl_metric{name="clkPwrFrac",unit=""} 0.321
chip_impl_metric{name="total_power_consumption_of_the_routed_design",unit="mW"} 0.3487
chip_impl_metric{name="flow.area_growth_from_synthesis",unit="%"} 88.94
chip_impl_metric{name="max-slew-margin-rel",unit=""} 0.8600
chip_impl_metric{name="p_int",unit="mW"} 0.2630
chip_impl_metric{name="first_iter_violations",unit=""} 19
chip_impl_metric{name="rows",unit=""} 21
chip_impl_info{name="clock-root-buffer",value="sky130_fd_sc_hd__clkbuf_4"} 1
chip_impl_metric{name="postSynthCellCount",unit=""} 26
chip_impl_metric{name="cts_sinks",unit=""} 4
chip_impl_metric{name="synth.yosys.chip_area",unit="µm²"} 282.8
chip_impl_metric{name="synth.ff_latch_count",unit=""} 4
chip_impl_metric{name="yosysWarningCount",unit=""} 1
chip_impl_metric{name="route.final.wire_length",unit="µm"} 860
chip_impl_metric{name="hpwlAfterDp",unit="µm"} 702.7
chip_impl_metric{name="synth_seq_share",unit=""} 0.4248
chip_impl_metric{name="arrival_worst_endpoint",unit="ns"} 1.36
chip_impl_info{name="top_regs",value="q x4"} 1
## cell type report
class | instances | share of cell area
Timing Repair Buffer | 17 | 0.2904
Inverter | 3 | 0.02108
Tap cell | 46 | 0.1077
Multi-Input combinational cell | 19 | 0.3138
Clock buffer | 3 | 0.04215
Sequential cell | 4 | 0.2248
## power by group through the flow
stage	logic [mW]	clock network (mW)	registers, mW
4_1_cts	0.114	0.117	0.123
5_1_grt	0.130	0.127	0.124
6_report	0.114	0.112	0.123
## tightest hold or removal path, cell delays in order (launching register included)
cell,delay [ns]
sky130_fd_sc_hd__edfxtp_1,0.32
sky130_fd_sc_hd__buf_4,0.14
sky130_fd_sc_hd__o21ai_1,0.06
## metrics by stage
stage / setup slack [ns] / cell area, µm² / utilization / cells / setup TNS (ns)
2_1_floorplan: 0.2947 / 282.8 / - / 26 / 0
3_3_place_gp: -0.4430 / 498.0 / 0.1458 / 89 / -1.185
3_5_place_dp: -0.4703 / 498.0 / 0.1458 / 89 / -1.246
4_1_cts: 0.06439 / 534.3 / 0.1564 / 92 / 0
5_1_grt: 0.003441 / 534.3 / 0.1564 / 92 / 0
6_report: 0.07739 / 534.3 / 0.1564 / 92 / 0
## synth_stat cells
library cell	instances
sky130_fd_sc_hd__and4_1	1
sky130_fd_sc_hd__nand3_1	2
sky130_fd_sc_hd__and3_2	1
sky130_fd_sc_hd__a211oi_1	1
sky130_fd_sc_hd__ha_1	2
sky130_fd_sc_hd__a21oi_1	2
sky130_fd_sc_hd__edfxtp_1	4
sky130_fd_sc_hd__nor2_1	1
sky130_fd_sc_hd__fa_1	1
sky130_fd_sc_hd__or4_1	1
sky130_fd_sc_hd__mux2_2	1
sky130_fd_sc_hd__inv_1	3
sky130_fd_sc_hd__a211o_1	1
sky130_fd_sc_hd__nand2_1	1
sky130_fd_sc_hd__xnor2_1	2
sky130_fd_sc_hd__o21ai_1	2
## per-layer routing
metal	vias up	part of all wire	GRT usage
met1	119	0.40	0.02763
met2	18	0.38	0.04093
met5	-	0	0
met3	0	0.22	0.03636
li1	138	-	-
met4	0	0	0.001761
## how the worst max path moves through the flow
| stage | startpoint | to | slack, ns | cells past startpoint |
|---|---|---|---|---|
| CTS | q[3] | rco_b | 0.06 | 3 |
| global route | q[3] | rco_b | 0.003 | 3 |
| finish | q[3] | rco_b | 0.08 | 3 |
## cells by family (layout without fill, tap and decap cells)
logic type,after synthesis,after routing,share of synthesized area
buffers and inverters,3,23,0.03982
and+or+nand+nor,7,7,0.1460
DFF,4,4,0.4248
AOI/OAI and AO/OA,6,6,0.1283
adders and majority gates,3,3,0.1593
muxes,1,1,0.03982
xor gates and xnor gates,2,2,0.06196
No activity file was given, so power comes from the tool's default toggle rates.
